File: /design/flow/design.v
module control(in, regdest, alusrc, memtoreg, regwrite, memread, memwrite, branch, aluop1, aluop2,
               jump,addisrc, ben, bvf);
input [5:0] in;
output regdest, alusrc, memtoreg, regwrite, memread, memwrite, branch, aluop1, aluop2, 
	jump, addisrc, ben, bvf;
wire rformat,lw,sw,beq,j, isrc, bensrc, bvfsrc;
assign rformat =~| in;
assign lw = in[5]& (~in[4])&(~in[3])&(~in[2])&in[1]&in[0];
assign sw = in[5]& (~in[4])&in[3]&(~in[2])&in[1]&in[0];
assign beq = ~in[5]& (~in[4])&(~in[3])&in[2]&(~in[1])&(~in[0]);
assign j= (~in[5])& (~in[4])&(~in[3])& (~in[2])&(in[1])&(~in[0]);
assign isrc = (~in[5])& (~in[4])&(in[3])& (~in[2])&(~in[1])&(~in[0]);
assign bensrc = (~in[5])& (~in[4])&(~in[3])& (in[2])&(in[1])&(~in[0]);
assign bvfsrc = (~in[5])& (~in[4])&(~in[3])& (in[2])&(~in[1])&(in[0]);
assign regdest = rformat;
assign alusrc = lw|sw;
assign memtoreg = lw;
assign regwrite = rformat|lw;
assign memread = lw;
assign memwrite = sw;
assign branch = beq| bensrc;
assign aluop1 = rformat;
assign aluop2 = beq;
assign jump = j;
assign addisrc = isrc;
assign ben  = bensrc;
assign bvf = bvfsrc ;
endmodule
File: /design/flow/run.sh
#!/bin/bash
# OpenROAD 26Q1-2900-gdf79404cd8, Yosys 0.63+post, stock flow scripts
make -C /OpenROAD-flow-scripts/flow DESIGN_CONFIG=/design/flow/config.mk WORK_HOME=/design/flow/orfs finish
File: /design/flow/config.mk
export PLATFORM = sky130hd
export DESIGN_NAME = control
export DESIGN_NICKNAME = control
export VERILOG_FILES = /design/flow/design.v
export SDC_FILE = /design/flow/constraint.sdc
export NUM_CORES = 4
export LEC_CHECK = 1
export CORE_AREA = 10 10 70 70
export DIE_AREA = 0 0 80 80
File: /design/flow/constraint.sdc
current_design control

set clk_period 1.9
set clk_io_pct 0.2

create_clock -name clk0 -period $clk_period

set non_clock_inputs [all_inputs -no_clocks]
set_input_delay [expr $clk_period * $clk_io_pct] -clock clk0 $non_clock_inputs
set_output_delay [expr $clk_period * $clk_io_pct] -clock clk0 [all_outputs]
==> results.cfg <==
; yosys + openroad results
[power]
pwr_density_cell_nw_per_um2 = 116
pwr-share-clk_pct = 0
combPwrFrac_pct = 100.0
power_mw = 0.0604
switching_share_pct = 43.2
peakVddDrop_mv = 0.0511
power.internal_mw = 0.0343
leakagePower_nw = 0.236
sequentialPowerShare_pct = 0
p_switching_mw = 0.0261

[timing]
hold_ws_ns = 1.10
final-max-slew-violation-count = 0
worst_slack_ns = 0.0605
setup-violations-final = 0
fmax_mhz = 544
maxSlewHeadroom_pct = 82.9
final.period_utilization_pct = 96.8
min_period_ns = 1.84
rsz0062_at_grt = no
hold_viol = 0
worst_pin_slew_ns = 0.256

[floorplan]
rows = 21
die-area_um2 = 6400
chipWidth_um = 80
fp_util_pct = 5.02
core_um2 = 3420
ios = 19
fp.dieH_um = 80

[drt]
wire_per_inst_um = 9.76
remaining_drc_errors = 0
drt_wl_total_um = 917
viasPerCell = 2.98
first_pass_iters = 2
ant_nets = 0
vias = 280
drt_iter0_markers = 2
diodes = 0

[worst_setup_path]
required_ns = 1.52
path_max_fanout = 4
crit_chain = buf_2 -> nor4bb_4 -> buf_4 -> buf_4 -> buf_4 -> nor2b_4 -> dlygate4sd2_1
cpPeakStageDelay_ns = 0.27
critPathSlowestCell = nor4bb_4
startpoint_type = input pin
cp_data_arrival_time_ns = 1.46
end_kind = primary output
crit_type = input pin to primary output
path_common_cell = buf_4

[finish]
area_growth_pct = 203
nClkBuffers = 0
flop-count = 0
logic_area_um2 = 208
regArea_um2 = 0
drive_above_1_share_pct = 70.8
nFillCells = 398

[global_route]
antenna_found_initial = 0
grt_max_degree = 7
grt_pass1_wl_um = 1430
gr-total-overflow = 0
grt_use_total_pct = 2.75
grt_pass1_vias = 286

[hold_path]
whs_path_depth = 4
min_to = regwrite
min_from = in[4]
min_path_type = input pin to primary output

[synth]
synth_area_um2 = 171
ys_chip_area_um2 = 171
synth_warnings = 0
top_cell_area_share_pct = 16.1
syn_avg_cell_area_um2 = 8.16
yosysCellCount = 21
synthCells = 21
ys_types = 17
area_leaders = a2111oi_4, buf_4, buf_6
ys_seq_share_pct = 0
synth_top_cell_by_area = a2111oi_4

[clocking]
holdBufCountCts = 0

[place]
io_buffer_count = 19
dpl_worst_slack_ns = -0.656
hpwl_um = 744
place.gp.congestion = 0.705

[flow_run]
cap_viol_max_count = 0
warnings = 32

[outcome]
status = completed
-- routing by layer --
metal	track usage [%]	vias up	part of all wire, %
met2	2.97	19	28
met5	0	-	0
met4	0	0	0
met3	1.82	0	18
li1	-	132	-
met1	4.36	129	54
-- layout make-up --
| class | instances | share of cell area [%] |
|---|---|---|
| Tap cell | 46 | 11.1 |
| Timing Repair Buffer | 30 | 48.9 |
| Multi-Input combinational cell | 18 | 40.0 |
-- cell usage in the layout, fill, tap and decap left out --
| cell type | synthesis | routed |
|---|---|---|
| nor2_2 | 0 | 2 |
| nor4_2 | 0 | 1 |
| or3_4 | 1 | 1 |
| buf_4 | 2 | 11 |
| or2b_4 | 0 | 1 |
| clkdlybuf4s15_2 | 0 | 1 |
| nor2_1 | 3 | 1 |
| dlygate4sd2_1 | 0 | 8 |
| nor3b_2 | 0 | 1 |
| nor3_2 | 0 | 1 |
| a2111oi_4 | 1 | 1 |
| clkdlybuf4s15_1 | 0 | 3 |
| clkbuf_2 | 0 | 1 |
| and2_2 | 1 | 1 |
| nand3_1 | 1 | 1 |
| and3_1 | 1 | 1 |
| or4_4 | 1 | 1 |
| buf_6 | 1 | 4 |
| buf_2 | 0 | 2 |
| and3_2 | 1 | 1 |
| nor4bb_4 | 0 | 1 |
| or4b_4 | 0 | 1 |
| nor2b_4 | 0 | 1 |
| nor3_4 | 0 | 1 |
-- what timing repair did --
item                                   in CTS  in global routing
setup buffers                               6                  0
endpoints found under the hold margin       0                  0
setup endpoints to repair                  13                  5
resized                                    56                  5
pin swaps                                   9                  4
-- worst max-delay path: cells and delay by family --
family | cells | cell delay [ns]
buf+inv | 5 | 0.68
simple gates | 2 | 0.39
-- cells by family (layout without fill, tap and decap cells) --
family          Yosys count  after routing  share of synthesized area (%)
compound gates            1              1                           16.1
buf+inv                   3             30                           15.3
simple gates             17             17                           68.6
-- power by group through the flow --
| stage | combinational, mW | sequential [mW] | clock [mW] |
|---|---|---|---|
| global route | 0.0653 | 0 | 0 |
| finish | 0.0604 | 0 | 0 |
| CTS | 0.0596 | 0 | 0 |
-- how the worst max path moves through the flow --
| stage | cells past startpoint | slack [ns] | end | from |
|---|---|---|---|---|
| CTS | 5 | 0.009 | aluop2 | in[5] |
| global route | 4 | 0.003 | regwrite | in[1] |
| finish | 7 | 0.06 | memread | in[2] |
-- cell usage after synthesis --
library cell / count
nor2_1: 3
buf_4: 2
nor3_1: 2
a2111oi_4: 1
and2_2: 1
and3_1: 1
and3_2: 1
buf_6: 1
nand3_1: 1
nor2b_1: 1
nor3b_1: 1
nor4_1: 1
nor4bb_1: 1
or2b_1: 1
or3_4: 1
or4_4: 1
or4b_1: 1
-- through the flow --
stage	util [%]	TNS (ns)	area (um^2)	cells
floorplan	-	0	171	21
global placement	12.6	-7.53	430	88
detailed placement	12.6	-7.70	430	88
CTS	15.1	0	517	94
global route	15.2	0	519	94
finish	15.2	0	519	94
No activity file was given, so power comes from the tool's default toggle rates.
